## design/flow/config.mk

```make
export PLATFORM = sky130hd
export DESIGN_NAME = dilate
export DESIGN_NICKNAME = dilate
export VERILOG_FILES = /design/flow/design.v
export SDC_FILE = /design/flow/constraint.sdc
export NUM_CORES = 4
export LEC_CHECK = 1
export CORE_UTILIZATION = 50
```

## design/flow/constraint.sdc

```tcl
current_design dilate

set clk_period 69.0
set clk_io_pct 0.2

create_clock -name clk0 -period $clk_period [get_ports {PCLK}]

set non_clock_inputs [all_inputs -no_clocks]
set_input_delay [expr $clk_period * $clk_io_pct] -clock clk0 $non_clock_inputs
set_output_delay [expr $clk_period * $clk_io_pct] -clock clk0 [all_outputs]
```

## design/flow/run.sh

```bash
#!/bin/bash
# OpenROAD 26Q1-2900-gdf79404cd8, Yosys 0.63+post, stock flow scripts
make -C /OpenROAD-flow-scripts/flow DESIGN_CONFIG=/design/flow/config.mk WORK_HOME=/design/flow/orfs finish
```

## design/flow/design.v

```verilog
`timescale 1ns / 1ps
module dilate(
    input PCLK,
    input [11:0] VtcHCnt,
    input [11:0] VtcVCnt,
    input   pix_i, 
	 output reg  pix_o
    );
reg Line_CLK;
always@(posedge PCLK)begin
 if( VtcVCnt>=0 && VtcVCnt<480) begin
	 if(VtcHCnt==1)
	   Line_CLK <= 1;
	 else
	   Line_CLK <= 0;
 end
end
reg[1:0] state;
initial state = 0;
always@(posedge Line_CLK)begin
 if(VtcVCnt==0)
 state <= 2'b00;
 else begin
   if(state == 2'b11)
	   state <= 2'b00;
	else 
	   state <= state + 1;
	end
end 
reg S_Window0;
reg S_Window1;
reg S_Window2;
reg S_Window3;
reg LineBuffer0[639:0];
reg LineBuffer1[639:0];
reg LineBuffer2[639:0];
reg LineBuffer3[639:0];
always@(posedge PCLK)begin
    case(state)
    2'b00: begin
        LineBuffer0[VtcHCnt] <= pix_i;	
        S_Window0 <= pix_i;
        S_Window1 <= S_Window0;
        S_Window2 <= S_Window1;
        S_Window3 <= S_Window2;		 
        if(VtcHCnt>=2&&VtcVCnt>=2 && VtcHCnt<640-2&&VtcVCnt<480-2)begin
            if(!(S_Window0 ==0 && S_Window1 ==0&& S_Window2 ==0&&S_Window3 ==0&&LineBuffer2[VtcHCnt-3]==0&&LineBuffer2[VtcHCnt-2]==0&&LineBuffer2[VtcHCnt-1]==0&&LineBuffer2[VtcHCnt]==0
            &&LineBuffer1[VtcHCnt-3]==0&&LineBuffer1[VtcHCnt-2]==0&&LineBuffer1[VtcHCnt-1]==0&&LineBuffer1[VtcHCnt]==0&&LineBuffer3[VtcHCnt-3]==0&&LineBuffer3[VtcHCnt-2]==0&&LineBuffer3[VtcHCnt-1]==0&&LineBuffer3[VtcHCnt]==0))
                pix_o <= 1;
            else
                pix_o <= 0;
        end            
        else
          pix_o <= 0;
    end 
    2'b01: begin
        LineBuffer1[VtcHCnt] <= pix_i;	 
        S_Window0 <= pix_i;
        S_Window1 <= S_Window0;
        S_Window2 <= S_Window1;
        S_Window3 <= S_Window2;		
        if(VtcHCnt>=2&&VtcVCnt>=2 && VtcHCnt<640-2&&VtcVCnt<480-2)begin    
            if(!(S_Window0 ==0 && S_Window1 ==0&& S_Window2 ==0&&S_Window3 ==0&&LineBuffer2[VtcHCnt-3]==0&&LineBuffer2[VtcHCnt-2]==0&&LineBuffer2[VtcHCnt-1]==0&&LineBuffer2[VtcHCnt]==0
            &&LineBuffer0[VtcHCnt-3]==0&&LineBuffer0[VtcHCnt-2]==0&&LineBuffer0[VtcHCnt-1]==0&&LineBuffer0[VtcHCnt]==0&&LineBuffer3[VtcHCnt-3]==0&&LineBuffer3[VtcHCnt-2]==0&&LineBuffer3[VtcHCnt-1]==0&&LineBuffer3[VtcHCnt]==0))
                pix_o <= 1;
            else
                pix_o <= 0;
        end            
        else
            pix_o <= 0;
    end
    2'b10: begin
        LineBuffer2[VtcHCnt] <= pix_i;	 
        S_Window0 <= pix_i;
        S_Window1 <= S_Window0;
        S_Window2 <= S_Window1;
        S_Window3 <= S_Window2;			 
        if(VtcHCnt>=2&&VtcVCnt>=2 && VtcHCnt<640-2&&VtcVCnt<480-2)begin    
            if(!(S_Window0 ==0 && S_Window1 ==0&& S_Window2 ==0&&S_Window3 ==0&&LineBuffer0[VtcHCnt-3]==0&&LineBuffer0[VtcHCnt-2]==0&&LineBuffer0[VtcHCnt-1]==0&&LineBuffer0[VtcHCnt]==0
            &&LineBuffer1[VtcHCnt-3]==0&&LineBuffer1[VtcHCnt-2]==0&&LineBuffer1[VtcHCnt-1]==0&&LineBuffer1[VtcHCnt]==0&&LineBuffer3[VtcHCnt-3]==0&&LineBuffer3[VtcHCnt-2]==0&&LineBuffer3[VtcHCnt-1]==0&&LineBuffer3[VtcHCnt]==0))
                pix_o <= 1;
            else
                pix_o <= 0;
        end            
        else
            pix_o <= 0;
    end
    2'b11: begin
        LineBuffer3[VtcHCnt] <= pix_i;	 
        S_Window0 <= pix_i;
        S_Window1 <= S_Window0;
        S_Window2 <= S_Window1;
        S_Window3 <= S_Window2;			 
        if(VtcHCnt>=2&&VtcVCnt>=2 && VtcHCnt<640-2&&VtcVCnt<480-2)begin    
            if(!(S_Window0 ==0 && S_Window1 ==0&& S_Window2 ==0&&S_Window3 ==0&&LineBuffer2[VtcHCnt-3]==0&&LineBuffer2[VtcHCnt-2]==0&&LineBuffer2[VtcHCnt-1]==0&&LineBuffer2[VtcHCnt]==0
            &&LineBuffer1[VtcHCnt-3]==0&&LineBuffer1[VtcHCnt-2]==0&&LineBuffer1[VtcHCnt-1]==0&&LineBuffer1[VtcHCnt]==0&&LineBuffer0[VtcHCnt-3]==0&&LineBuffer0[VtcHCnt-2]==0&&LineBuffer0[VtcHCnt-1]==0&&LineBuffer0[VtcHCnt]==0))
                pix_o <= 1;
            else
                pix_o <= 0;
        end            
        else
            pix_o <= 0;
    end		
    default:	
       pix_o <= pix_o;		
    endcase
end 
endmodule
```

==> flow_metrics.py <==
# Flow results
metrics = {
    "synth": {
        "numSynthFlops": 2568,
        "synth_seq_share_pct": 44.3,
        "yosysCellCount": 13300,
        "yosys.area.top_type_share_pct": 44.3,
        "synth.distinct_cells": 104,
        "synth.area.top_cells": "edfxtp_1, mux4_2, nor2_1",
        "ys.flop_type": "edfxtp_1",
        "yosys.area.top_type": "edfxtp_1",
        "avgSynthCellArea_sq_um": 13.1,
        "async_flop_share_pct": 0,
        "ys_area_sq_um": 174000,
        "ys_warn_count": 1,
        "syn_area_sq_um": 174000,
        "edf_count": 2561,
        "syn_inst": 13300,
    },
    "floorplan": {
        "pin_count": 27,
        "fp-row-count": 216,
        "die_w_um": 591,
        "die_h_um": 591,
        "coreArea_sq_um": 346000,
        "initCoreUtil_pct": 50.2,
        "die_area_sq_um": 350000,
    },
    "clock_network": {
        "htree_levels": 5,
        "clock_path_buffers": 4,
        "clock_tree.root_cell": "clkbuf_16",
        "hold_buffers": 0,
        "clock_latency_ns": 0.99,
        "post-cts-setup-buffer-count": 0,
        "clkTransAtPathRegs_ns": 0.06,
        "numCtsBuffers": 307,
        "cts-resized-gates": 0,
        "cts_tree": "yes",
    },
    "routing": {
        "drc": 0,
        "drt_wl_total_um": 911000,
        "drt-initial-drc-count": 15600,
        "antenna_left": 0,
        "vias": 142000,
        "avgViaCountPerCell": 7.88,
        "wl_per_cell_um": 50.4,
        "drt_pass1_iterations": 9,
    },
    "run_status": {
        "violations": "max-capacitance violations, max-slew violations",
        "status": "finished with violations",
    },
    "timing": {
        "fin_skew_ns": 0.0321,
        "rsz0062_at_grt": "false",
        "tightestPinTransition_ns": 1.63,
        "untimed_endpoints": 2,
        "fin_setup_tns_ns": 0,
        "finalSetupViolCount": 0,
        "unclocked_pins": 2,
        "hold_viol": 0,
        "slew_headroom_pct": -9.38,
        "period_minus_slack_ns": 22.17,
        "drv_slew": 5,
        "hold-worst-slack_ns": 0.355,
        "max_freq_mhz": 45.1,
        "period_used_pct": 32.1,
    },
    "layout": {
        "mostFrequentLayoutCells": "nor2_1, edfxtp_1, mux4_2",
        "syn_to_final_growth_pct": 9.36,
        "layout_top_cell": "nor2_1",
        "final_area_sq_um": 190000,
        "stdcell_count": 18100,
        "drive_above_1_share_pct": 29.3,
    },
    "global_route": {
        "grt_pass1_wl_um": 1220000,
        "antenna_found_initial": 135,
        "grt_use_met2_pct": 68.1,
        "busiest_layer": "met2",
        "grt_pass1_vias": 142000,
        "grt_max_degree": 197,
        "grt_util_met3_pct": 54.3,
        "grt.total_usage_pct": 57.9,
        "met1_usage_pct": 61.5,
        "grt_overflow_total": 0,
    },
    "worst_setup_path": {
        "cp_top_family": "buffers and inverters",
        "crit_top_cell": "buf_4",
        "critical_path_class": "primary input to flop",
        "cp_data_required_time_ns": 69.87,
        "crit_start": "VtcHCnt[1]",
        "timing.rr.start": "LineBuffer1[25]$_DFFE_PP_",
        "end_kind": "flop",
        "cp.buffers_inverters": 10,
        "cp_data_arrival_time_ns": 23.04,
        "slowest_stage": "nor4_2",
        "max_stage_delay_ns": 1.07,
        "crit_chain": "buf_8 -> inv_8 -> buf_4 -> buf_4 -> ha_1 -> buf_4 -> a21boi_2 -> xor2_4 -> buf_4 -> buf_4 -> buf_4 -> buf_4 -> mux4_2 -> a211o_1 -> a31oi_1 -> nor4bb_1 -> or4_1 -> o311ai_1 -> nor4_2 -> buf_4 -> nand3_1 -> a21oi_1 -> o22ai_1",
        "startpoint_type": "primary input",
        "path_max_fanout": 30,
    },
    "placed_design": {
        "gp_congestion": 1.09,
        "place_inst": 17300,
        "dpl_cell_area_sq_um": 179000,
        "hpwlAfterDp_um": 593000,
        "numPortBuffers": 26,
    },
    "hold_path": {
        "hold_start": "S_Window0$_DFF_P_",
        "hp-class": "flop to flop",
    },
    "job": {
        "warnings": 79,
        "max-cap-violations": 2,
    },
    "power_and_ir_drop": {
        "p_per_area_nw_per_um2": 22.1,
        "peakVddDrop_v": 0.0000204,
        "total_leakage_power_nw": 58.8,
        "p_total_mw": 4.20,
    },
}
[cells in the mapped netlist (24+ instances only)]
cell type and count:
nor4_1 50, and2_1 51, edfxtp_1 2561, o21ai_0 92, o211ai_1 34, clkbuf_1 725
and3_1 53, a22oi_1 144, a22o_1 37, nand2_1 1364, mux2i_1 570, buf_1 110
a31oi_1 111, buf_6 125, nor2_1 2814, o22ai_1 118, a221oi_1 38, a32oi_1 99
o221ai_1 25, buf_4 131, nand3_1 454, a21oi_1 124, nor2b_1 24, mux4_2 2316
nor3_1 62, a311oi_1 38, mux2_2 112, a211oi_1 54, nand4_1 86, buf_2 332
a2111oi_0 31
[sequential cells by signal, indices dropped and copies added (netlist names)]
signal,flops
LineBuffer2,640
S_Window2,1
S_Window0,1
S_Window1,1
S_Window3,1
Line_CLK,1
pix_o,1
LineBuffer1,640
LineBuffer3,640
LineBuffer0,640
state,2
[stage by stage]
step	worst slack, ns	util [%]
finish	46.83	54.9
global route	46.99	54.8
CTS	47.48	54.7
detailed placement	46.48	51.9
global placement	46.52	51.9
floorplan	49.86	-
[cell families after synthesis]
kind of cell    synth area share, %
simple gates                   12.0
mux                            34.3
flops                          44.3
buf+inv                        4.33
compound gates                 4.82
xor+xnor                      0.174
fa+ha+maj                    0.0864
[where the power goes]
group / switching, mW / total [mW] / internal (mW)
logic: 0.550 / 0.821 / 0.271
clock network: 0.708 / 1.66 / 0.957
registers: 0.000313 / 1.72 / 1.71
[final timing paths]
path | endpoint | slack (ns) | cells after the start
setup / recovery | pix_o$_DFF_P_ | 46.83 | 23
hold / removal | S_Window1$_DFF_P_ | 0.36 | 0
setup reg to reg | pix_o$_DFF_P_ | 63.44 | 12
hold reg to reg | S_Window1$_DFF_P_ | 0.36 | 0
[area by class of cell]
cell class	instances	area, sq um
antenna	280	701
clock buffer	359	8050
clock inverter	183	1850
fill	27800	156000
inverter	12	67.6
multi-input combinational	9281	90100
sequential	2568	77000
tap	4578	5730
timing repair buffer	822	6450
[routing by layer]
metal	vias to the layer above	wire, um
li1	52400	-
met1	71000	253000
met2	15000	358000
met3	3901	200000
met4	222	90100
met5	-	9420
Power figures rest on the tool's default switching activity, not on a simulated workload.
